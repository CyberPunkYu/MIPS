File: run.sh
#!/bin/bash
# OpenROAD 26Q1-2900-gdf79404cd8, Yosys 0.63+post, stock flow scripts
make -C /OpenROAD-flow-scripts/flow DESIGN_CONFIG=/design/flow/config.mk WORK_HOME=/design/flow/orfs finish
File: constraint.sdc
current_design regfile

set clk_period 11.6
set clk_io_pct 0.2

create_clock -name clk0 -period $clk_period [get_ports {clk}]

set non_clock_inputs [all_inputs -no_clocks]
set_input_delay [expr $clk_period * $clk_io_pct] -clock clk0 $non_clock_inputs
set_output_delay [expr $clk_period * $clk_io_pct] -clock clk0 [all_outputs]
File: config.mk
export PLATFORM = sky130hd
export DESIGN_NAME = regfile
export DESIGN_NICKNAME = regfile
export VERILOG_FILES = /design/flow/design.v
export SDC_FILE = /design/flow/constraint.sdc
export NUM_CORES = 4
export LEC_CHECK = 1
export CORE_UTILIZATION = 50
File: design.v
`timescale 1ns / 1ps
module regfile(
	input wire clk,
	input wire stallW,
	input wire we3,
	input wire[4:0] ra1,ra2,wa3,
	input wire[31:0] wd3,
	output wire[31:0] rd1,rd2
    );
	reg [31:0] rf[31:0];
	initial begin
		rf[0] <= 32'b0;
	end
	always @(negedge clk) begin
		if(we3 & ~stallW) begin
			 rf[wa3] <= wd3;
		end
	end
	assign rd1 = (ra1 != 0) ? rf[ra1] : 0;
	assign rd2 = (ra2 != 0) ? rf[ra2] : 0;
endmodule
==> results.cfg <==
; synthesis and place-and-route metrics
[clock_network]
cts_buffers = 112
clockBufferDepth = 3
htree_levels = 3
root_buffer = clkbuf_16
cts_setup_buffers = 0
cts_tree = built
cts.sinks = 1024
clk_pin_slew_ns = 0.03

[critical_path]
startpoint_type = flip-flop
cp_slowest_cell = a211oi_1
critical-path-max-stage-delay_ns = 0.69
timing.critical_path.max_delay_family = AND-OR/OR-AND gates
cp_max_fo = 2
path_cells = mux4_2 > a22o_1 > a211oi_1 > nor3_1 > clkdlybuf4s50_1
worst_setup_path_end_kind = output pin
worstSetupPathType = flip-flop to output pin
cp_data_arrival_time_ns = 9.05
required_ns = 9.28
path_buffers = 1

[logic_synthesis]
yosys_warnings = 1
synthArstFlopShare = 0
synth_area_leader_cell = edfxtp_1
yosys.area.top_type_share = 0.6527
seq_area_frac_synth = 0.6527
syn_area_sq_mm = 0.04711
synth_cell_types = 39
synthTopCellsByCount = edfxtp_1, mux4_2, mux2i_1
ys_seq_elements = 1024
yosys_cells = 2290
synth_dominant_cell_count = edfxtp_1
syn_avg_cell_area_sq_um = 20.57
ys_chip_area_sq_mm = 0.04711
ys.flop_type = edfxtp_1
syn_inst = 2290
yosys-top-cells-area = edfxtp_1, mux4_2, mux2i_1, o22ai_1, a22o_1
edf_count = 1024

[sta]
hold_violations = 0
grt_setup_unrepaired = false
setup_ws_ns = 0.2345
worst_pin_slew_ns = 0.9892
setup_tns_ns = 0
slew_violations = 0
slew_headroom = 0.3384
final-setup-viol-count = 0

[hold_path]
hold_path_end = rd2[14]
hp-start = ra2[2]
hp-class = input pin to output pin
whs_path_depth = 5

[drt]
wire_per_inst_um = 30.42
drt-total-wl_um = 147300
first_iter_violations = 1735
ant_nets = 0
drt_pass1_iterations = 7
num_vias = 29480
insertedDiodeCount = 0
via_per_inst = 6.088
drc = 0

[layout]
fin_area_sq_mm = 0.05813
instances_no_fill = 4843
regMostFlops = rf
area_growth_pct = 23.40
reg.largest.list = rf (1024)
largest_reg_flops = 1024
drive_gt1_frac = 0.2452

[floorplanning]
fp-utilization = 0.5048
die_h_um = 309.0
fp-row-count = 112
design.core.area_sq_mm = 0.09333
fp.dieArea_sq_mm = 0.09545
ioPinCount = 114
die_w_um = 309.0

[place]
placed_cell_area_sq_mm = 0.05035
hpwlAfterDp_um = 83920
place_ws_ns = 0.5974
globalplace.congestion = 0.9123
dp_cells = 3611
port_buffers = 113

[grt]
gr-usage-all-layers = 0.3590
grt_pass1_wl_um = 213000
grt_max_degree = 85
antenna_found_initial = 4
grt.overflow.total = 0
grt_pass1_vias = 34580

[run_status]
status = finished clean

[pwr]
p_leak_nw = 22.66
power_density_mw_per_mm2 = 170.9
p_total_mw = 9.938
peakVddDrop_mv = 0.1286

[job]
openroad.warnings = 1027
drv_cap = 0
-- tightest hold or removal path: stages --
cell and delay (ns):
buf_6 0.21, nand3_1 0.11, and4b_1 0.19, nor3_1 0.10, clkdlybuf4s50_1 0.43
-- layer usage --
layer	global-route usage	vias to the layer above	routed length, um
met5	0.04803	-	656
met4	0.1274	21	4152
met3	0.3200	264	27590
met2	0.4850	2135	69300
met1	0.4190	14510	45630
li1	-	12550	-
-- worst max path at each step --
| stage | from | endpoint | slack (ns) | depth (start not counted) |
|---|---|---|---|---|
| CTS | rf[15][11] | rd2[11] | 0.1 | 6 |
| global route | rf[30][22] | rd2[22] | 0.13 | 5 |
| finish | rf[30][22] | rd2[22] | 0.23 | 5 |
-- final cells by class --
cell class / instances / area, sq um
clock buffers: 116 / 2903
clock inverters: 1117 / 4875
fillers: 6411 / 35200
inverters: 1 / 3.754
multi-input cells: 1074 / 15600
flip-flops and latches: 1024 / 30750
well taps: 1254 / 1569
repair buffers: 257 / 2432
-- power by group --
part           total [mW]  switching (mW)  internal [mW]
registers            4.14          0.0108           4.13
logic               0.709           0.396          0.313
clock network        5.09            2.32           2.76
total                9.94            2.73           7.21
-- layout by cell type, fill, tap and decap left out, drive strengths merged, types with 2 or more instances in the layout --
cell / Yosys / layout
a2111oi: 26 / 26
a211oi: 27 / 27
a21oi: 14 / 14
a221oi: 3 / 3
a22o: 49 / 49
a22oi: 19 / 19
a32o: 4 / 4
and2: 3 / 3
and3: 3 / 3
and4b: 3 / 3
buf: 115 / 152
bufinv: 0 / 22
clkbuf: 75 / 116
clkdlybuf4s50: 0 / 105
clkinv: 0 / 5
clkinvlp: 0 / 31
edfxtp: 1024 / 1024
inv: 2 / 1060
mux2: 31 / 31
mux2i: 155 / 155
mux4: 472 / 472
nand2: 14 / 14
nand2b: 7 / 7
nand3: 8 / 8
nand3b: 4 / 4
nor2: 40 / 40
nor2b: 10 / 10
nor3: 54 / 54
nor4: 5 / 5
o211a: 3 / 3
o211ai: 3 / 3
o21ai: 3 / 3
o221ai: 26 / 26
o22ai: 78 / 78
or2: 2 / 2
or3: 3 / 3
or3b: 3 / 3
-- metrics by stage --
step / util / hold WS, ns
after floorplan: - / 4.948
after global placement: 0.5395 / 5.694
after detailed placement: 0.5395 / 5.691
after CTS: 0.6228 / 5.698
after global routing: 0.6229 / 5.724
final: 0.6229 / 5.701
-- logic make-up after synthesis --
family          after synthesis  synth area share
compound gates              255           0.04079
buf+inv                     192           0.02236
flops                      1024            0.6527
mux                         658            0.2665
simple gates                161           0.01761
-- what timing repair did --
item | CTS | global route
hold buffers | 0 | 0
pin swaps | 0 | 0
gates resized | 1 | 2
endpoints found under the hold margin | 0 | 0
setup endpoints to repair | 1 | 2
Power is estimated from default activity; no workload was simulated.
